==> ./design.v <==
`timescale 1ns / 1ps
module distince(
   input [15:0] val1,
   input [15:0] val2,
   output reg [3:0] dist
    );
    reg [15:0] rg_d;
     integer i;
    always @(val1 or val2)
    begin
      rg_d=val1 | val2;
    end
    always @(rg_d)
begin
  dist = 0;
  for (i = 0; i < 16; i = i + 1)
  begin
    if (rg_d[i] == 1'b1)
    begin
      dist = dist + 1;
    end
  end
end
endmodule
==> ./run.sh <==
#!/bin/bash
# OpenROAD 26Q1-2900-gdf79404cd8, Yosys 0.63+post, stock flow scripts
make -C /OpenROAD-flow-scripts/flow DESIGN_CONFIG=/design/flow/config.mk WORK_HOME=/design/flow/orfs finish
==> ./config.mk <==
export PLATFORM = sky130hd
export DESIGN_NAME = distince
export DESIGN_NICKNAME = distince
export VERILOG_FILES = /design/flow/design.v
export SDC_FILE = /design/flow/constraint.sdc
export NUM_CORES = 4
export LEC_CHECK = 1
export CORE_AREA = 10 10 74 74
export DIE_AREA = 0 0 84 84
==> ./constraint.sdc <==
current_design distince

set clk_period 7.4
set clk_io_pct 0.2

create_clock -name clk0 -period $clk_period

set non_clock_inputs [all_inputs -no_clocks]
set_input_delay [expr $clk_period * $clk_io_pct] -clock clk0 $non_clock_inputs
set_output_delay [expr $clk_period * $clk_io_pct] -clock clk0 [all_outputs]
==> impl_metrics.ini <==
; physical design summary
[outcome]
status = finished, violations left
violations = setup timing

[detailed_routing]
wl_per_cell_um = 19.8
final_antenna_net_count = 0
vias = 2959
dr.pass1.iters = 5
drtIter0Drc = 226
drc = 0
wl_mm = 9.71
antenna_cells = 0
via_per_inst = 6.04

[timing]
fin_crit_ps = 10180
rsz0062_at_grt = true
setup_viol = 3
fmax_mhz = 98.3
tns_ps = -8320
timing.final.ws_setup_ps = -2780
finalHoldViolations = 0
drv_slew = 0
period_used_share = 1.38
maxSlewHeadroom = 0.498
worst_pin_slew_ps = 744

[setup_path]
cp.required_ps = 5920
critPathSlowestCell = xnor3_1
critPathArrivalTime_ps = 8700
cp-end-kind = output pin
cp_max_fo = 4
cpPeakStageDelay_ps = 370
path_class = input pin to output pin
cp-start-kind = input pin

[yosys]
syn-instance-count = 271
avgSynthCellArea_um2 = 7.32
top_cell_area_share = 0.0883
synthTopCellsByCount = nor2_1, nand2_1, xnor2_1
top_cells_by_area = ha_1, xnor2_1, nor2_1
top_cell = nor2_1
synth_area_um2 = 1980
ys_area_um2 = 1980
ys_warn_count = 1
synth_area_leader_cell = ha_1
ys_cells = 271
ys_seq_frac = 0
synth_cell_types = 69

[floorplanning]
coreArea_um2 = 3970
fp_util = 0.500
chipArea_um2 = 7060
fp.dieH_um = 84
placementRows = 23
ios = 36
die_x_um = 84

[layout]
fin_cells = 490
nClkBuffers = 0
drive_gt1_frac = 0.491
seqCellArea_um2 = 0
syn2layout_area_growth_pct = 85.3
flops = 0

[global_route]
antenna_found_initial = 0
grt_pass1_vias = 2615
grt_start_max_net_pins = 10
grt_usage = 0.205
grt_pass1_wl_mm = 12.5
globalRouteOverflowTotal = 0

[pwr]
power_density_nw_per_um2 = 469
p_leak_nw = 1.61
ir_drop_uv = 414

[place]
dp_hpwl_mm = 4.97
gp_congestion = 0.956
placed_cells = 451
placement.io_buffers = 36

[hold_path]
hp-class = input pin to output pin

[job]
cap_violations = 0
tool_warnings = 38

[clock_tree]
cts.hold.buffers_added = 0
[final timing paths]
kind / start / end / slack, ps / depth (start not counted)
setup / recovery: val1[1] / dist[3] / -2780 / 41
hold / removal: val1[15] / dist[2] / 3810 / 5
[final cells by class]
| class | instances | area [µm²] |
|---|---|---|
| fill | 150 | 294 |
| tap | 50 | 62.6 |
| inverter | 7 | 28.8 |
| multi-input combinational | 253 | 2160 |
| timing repair buffer | 180 | 1430 |
[cells in the final DEF (no fill, tap or decap), drive strengths merged, types with 2 or more instances in the layout]
cell	n
o2111ai	2
dlygate4sd2	2
nand4	4
or3	3
nor2	35
xor2	14
xnor3	5
a21oi	9
o311ai	3
xnor2	23
a31oi	3
ha	14
or2	12
nor3	8
clkdlybuf4s50	27
nand2	29
o21ba	2
a41oi	2
a21boi	2
nand3	10
a32oi	2
o31ai	3
a31o	3
inv	7
a311oi	2
nand2b	3
o21ai	20
or4	4
a211oi	5
buf	151
o211ai	6
o21a	5
o21bai	2
[kinds of logic (layout without fill, tap and decap cells)]
logic type | Yosys count | count (layout) | share of synthesized area
AND-OR/OR-AND | 80 | 80 | 0.317
adder cells (fa/ha/maj) | 14 | 14 | 0.0883
XOR/XNOR | 43 | 43 | 0.265
AND/OR/NAND/NOR | 114 | 114 | 0.279
buffers and inverters | 18 | 187 | 0.0404
multiplexers | 2 | 2 | 0.0107
[timing repair]
action | CTS | global route
endpoints found under the setup margin | 3 | 3
setup buffers | 32 | 8
gates resized | 32 | 20
pin swaps | 35 | 27
[metal layers]
| metal | share of wire | GRT usage | up-vias |
|---|---|---|---|
| li1 | - | - | 1341 |
| met1 | 0.43 | 0.291 | 1352 |
| met2 | 0.43 | 0.327 | 231 |
| met3 | 0.12 | 0.0285 | 35 |
| met4 | 0.026 | 0.0274 | 0 |
| met5 | 0 | 0 | - |
[metrics by stage]
step | util | area, µm² | setup slack [ps] | power (mW) | hold WS (ps)
final | 0.926 | 3680 | -2780 | 1.73 | 3810
after global routing | 0.926 | 3680 | -3190 | 1.86 | 3890
after CTS | 0.891 | 3540 | -2460 | 1.57 | 3800
after detailed placement | 0.828 | 3290 | -3230 | 1.50 | 4120
after global placement | 0.828 | 3290 | -3220 | 1.49 | 4100
after floorplan | - | 2140 | -2110 | 0.914 | 3080
[worst max-delay path: cells and delay by family]
kind	cells	cell delay, ps
simple gates	8	1230
mux	2	460
buf+inv	4	390
xor+xnor	7	1410
compound gates	13	1690
fa+ha+maj	7	2000
[power breakdown]
| group | internal (mW) | switching (mW) |
|---|---|---|
| registers | 0 | 0 |
| clock network | 0 | 0 |
| logic | 0.982 | 0.745 |
Power figures rest on the tool's default switching activity, not on a simulated workload.
