===== run.sh =====
#!/bin/bash
# OpenROAD 26Q1-2900-gdf79404cd8, Yosys 0.63+post, stock flow scripts
make -C /OpenROAD-flow-scripts/flow DESIGN_CONFIG=/design/flow/config.mk WORK_HOME=/design/flow/orfs finish

===== constraint.sdc =====
current_design singleport

set clk_period 60.8
set clk_io_pct 0.2

create_clock -name clk0 -period $clk_period [get_ports {clk}]

set non_clock_inputs [all_inputs -no_clocks]
set_input_delay [expr $clk_period * $clk_io_pct] -clock clk0 $non_clock_inputs
set_output_delay [expr $clk_period * $clk_io_pct] -clock clk0 [all_outputs]

===== design.v =====
`timescale 1ns / 1ps
module singleport(
  input clk,
  input wren,
  input rden,
  input [9:0] addr,
  input [15:0] din,
  output [15:0] dout
    );
    reg [15:0] ram [1023:0];
    reg [9:0] adr;
    always @(posedge clk)begin
      if(wren)begin
       ram[addr]<=din;
      end
    end
    assign dout=ram[addr];    
endmodule

===== config.mk =====
export PLATFORM = sky130hd
export DESIGN_NAME = singleport
export DESIGN_NICKNAME = singleport
export VERILOG_FILES = /design/flow/design.v
export SDC_FILE = /design/flow/constraint.sdc
export NUM_CORES = 4
export LEC_CHECK = 1
export CORE_UTILIZATION = 30
export SYNTH_MEMORY_MAX_BITS = 65536

==> impl_metrics.env <==
# flow metrics
export IMPL_place_gp_congestion=0.896
export IMPL_cts_buffers=1694
export IMPL_path_class="in2out"
export IMPL_synthSimpleGateAreaFrac_pct=2.20
export IMPL_yosys_area_share_adder_pct=0
export IMPL_ys_sh_mux_pct=14.0
export IMPL_synth_chip_area_sq_um=626000
export IMPL_slowest_delay_ps=1020
export IMPL_die_w_mm=1.45
export IMPL_worst_path_max_delay_cell="a2111oi_0"
export IMPL_synth_logic_top_family="multiplexers"
export IMPL_antenna_found_initial=191
export IMPL_cp_common_cell="buf_4"
export IMPL_routed_wl_mm=1810
export IMPL_cts_max_level=7
export IMPL_hold_path_class="in2reg"
export IMPL_synth_area_top_cells="edfxtp_1 (79%), mux2i_1 (9.0%), mux4_2 (5.0%)"
export IMPL_finalSetupTns_ps=0
export IMPL_areaGrowthSynthToFinish_pct=15.7
export IMPL_port_buffers=43
export IMPL_ir_drop_mv=0.0265
export IMPL_grt_max_degree=119
export IMPL_leakage_nw=236
export IMPL_drive_gt1_share_pct=17.0
export IMPL_largest_register_ffs=16400
export IMPL_cp_max_fo=36
export IMPL_ys_seq_share_pct=78.6
export IMPL_clkSlewWorstSetupHoldPaths_ps=60
export IMPL_overflow=0
export IMPL_track_usage_pct=18.2
export IMPL_ys_sh_aoi_pct=3.82
export IMPL_maxCapViolCount=0
export IMPL_syn_area_sq_um=626000
export IMPL_synth_avg_cell_area_sq_um=19.5
export IMPL_logic_area_sq_um=126000
export IMPL_cts_sinks=16400
export IMPL_synthCells=32100
export IMPL_fp_util_pct=30.1
export IMPL_yosysUniqueCellTypes=63
export IMPL_drcViolationCount=0
export IMPL_die_h_mm=1.45
export IMPL_cts_root_buffer="clkbuf_16"
export IMPL_largest_area_cell="edfxtp_1"
export IMPL_edf_count=16400
export IMPL_cp_end_kind="primary output"
export IMPL_power_density_nw_per_um2=32.3
export IMPL_flop_area_sq_um=492000
export IMPL_cts_setup_buffers=0
export IMPL_drt_iter0_drc=20100
export IMPL_timing_fmax_ghz=0.0287
export IMPL_dp_hpwl_mm=1110
export IMPL_final_util_pct=34.8
export IMPL_setup_viol=0
export IMPL_ys_cells=32100
export IMPL_regMostFlops="ram"
export IMPL_arrival_ps=22700
export IMPL_rsz0062_at_grt="no"
export IMPL_core_sq_um=2080000
export IMPL_cp_required_ps=48640
export IMPL_ios=45
export IMPL_clk_path_buf_depth=6
export IMPL_cp_start_kind="primary input"
export IMPL_fin_crit_ps=34860
export IMPL_via_per_inst=5.04
export IMPL_crit_path_cell_trace="buf_16 -> buf_4 -> buf_4 -> buf_4 -> buf_4 -> buf_4 -> buf_4 -> buf_4 -> buf_4 -> buf_4 -> mux4_2 -> mux2_2 -> a22o_1 -> a2111oi_0 -> buf_4 -> o21ai_1 -> a32oi_1 -> buf_4 -> o311a_1 -> nand3_1 -> clkdlybuf4s50_1"
export IMPL_first_global_vias=343000
export IMPL_die_area_sq_um=2090000
export IMPL_rows=530
export IMPL_post_drt_wl_per_cell_microns=28.5
export IMPL_ant_nets=0
export IMPL_xor_area_share_pct=0
export IMPL_warnings=124
export IMPL_cts_hold_buf=0
export IMPL_finalClockPeriodUsage_pct=57.3
export IMPL_slew_headroom_pct=4.53
export IMPL_yosysWarningCount=1
export IMPL_synth_flops=16400
export IMPL_grt_pass1_wl_mm=2520
export IMPL_fillCellCount=188000
export IMPL_finalMaxSlewViolations=0
export IMPL_cts_tree="done"
export IMPL_final_hold_violation_count=0
export IMPL_top_area_share_pct=78.6
export IMPL_firstDrtPassIters=10
export IMPL_run_status="completed"
export IMPL_ff_type="edfxtp_1"
export IMPL_ys_async_sr_fraction_pct=0
export IMPL_biggestRegsByFlops="ram: 16384 flops"
export IMPL_vias=320000
export IMPL_post_cts_resized=0
export IMPL_worst_slew_pin_slew_ps=1420
-- critical path, delay by kind of cell --
kind,cells,cell delay [ps]
buffers and inverters,13,6700
AND-OR/OR-AND,5,1950
multiplexers,2,850
AND/OR/NAND/NOR,1,540
-- stage by stage --
| stage | instance area [sq um] | total power, mW | setup slack (ps) | hold slack, ps | std cells |
|---|---|---|---|---|---|
| 6_report | 724000 | 23.4 | 25940 | 11230 | 63500 |
| 5_1_grt | 724000 | 24.0 | 25160 | 11240 | 63300 |
| 4_1_cts | 723000 | 23.5 | 25730 | 11170 | 63100 |
| 3_5_place_dp | 671000 | 13.7 | 25750 | 12620 | 60100 |
| 3_3_place_gp | 671000 | 13.7 | 25710 | 12620 | 60100 |
| 2_1_floorplan | 626000 | 13.2 | 33780 | 12260 | 32100 |
-- cells in the final DEF (no fill, tap or decap), types with 255 or more instances in the layout --
master | Yosys | final
o21ai_0 | 520 | 520
nor2_1 | 1568 | 1549
a22oi_1 | 345 | 345
clkbuf_16 | 0 | 1713
mux4_2 | 1384 | 1384
clkinv_1 | 1 | 418
nor3_1 | 368 | 365
buf_4 | 49 | 2191
mux2i_1 | 5623 | 5623
o22ai_1 | 2248 | 2248
nand2_1 | 288 | 255
diode_2 | 0 | 334
edfxtp_1 | 16400 | 16400
clkinv_2 | 0 | 285
nor4_1 | 334 | 327
clkbuf_1 | 951 | 357
-- final timing paths --
check | cells after the start | start | to | slack (ps)
worst max-delay path | 21 | addr[0] | dout[0] | 25940
worst min-delay path | 1 | din[9] | ram[557][9]$_DFFE_PP_ | 11230
-- cell usage after synthesis, types with 14 or more instances --
cell	number
buf_1	327
mux2_2	19
a21oi_1	124
nor4_1	334
mux4_2	1384
o22a_1	91
or4_1	76
and3_1	19
nand4_1	86
nor2_1	1568
nor3_1	368
o2111a_1	15
nand3_1	202
o221ai_1	30
clkbuf_1	951
o311ai_0	14
buf_4	49
buf_2	629
o21ai_0	520
o211ai_1	18
and2_1	19
nand2_1	288
buf_6	21
mux2i_1	5623
a22oi_1	345
edfxtp_1	16400
a22o_1	16
or3_1	23
o2111ai_1	184
o22ai_1	2248
a31oi_1	56
-- logic make-up (layout without fill, tap and decap cells) --
logic type             Yosys count  in the layout
AND-OR/OR-AND                 3717           3717
AND/OR/NAND/NOR               3026           3026
flip-flops                   16400          16400
buffers and inverters         1979           5313
multiplexers                  7026           7026
other                            0            334
-- report_power, final --
| group | total, mW | internal (mW) | leakage (nW) | switching, mW |
|---|---|---|---|---|
| combinational | 1.05 | 0.308 | 63.4 | 0.745 |
| sequential | 12.4 | 12.4 | 147 | 0.00155 |
| clock | 9.92 | 5.76 | 25.7 | 4.15 |
-- layout make-up --
class	count	share of cell area, %
inverter	2	0.00207
sequential	16400	67.9
tap	27700	4.78
clock inverter	947	1.16
antenna	334	0.115
clock buffer	2070	6.10
timing repair buffer	2294	2.51
multi-input combinational	13800	17.4
-- per-layer routing --
layer | up-vias | track usage (%) | part of all wire [%]
met5 | - | 2.14 | 0.36
met4 | 240 | 7.41 | 4.6
met3 | 3488 | 17.9 | 21
met2 | 21600 | 26.5 | 46
met1 | 158000 | 16.5 | 29
li1 | 136000 | - | -
Power and IR drop assume default switching activity.
